==> flow/design.v <==
module buffered_tx ( input         CLK,
                     input         RESET,
                     input  [31:0] DATA_WD,
                     output [31:0] DATA_RD,
                     input         DATA_WE, 
                     output        UART_TX );
parameter DEPTH = 5;
logic [7:0] RAM [0:2**DEPTH-1];
logic [7:0] reg_ram;  
wire [DEPTH-1:0] write_ptr, read_ptr;
wire [DEPTH-1:0] byte_count = write_ptr - read_ptr;
wire tx_ready, tx_en;
wire fifo_empty = tx_ready && (write_ptr == read_ptr);
always_ff@ (posedge CLK)
   if(DATA_WE) RAM[write_ptr] <= DATA_WD[7:0];
always_ff@ (posedge CLK)
  reg_ram <= RAM[read_ptr];
tx_fsm the_fsm( CLK, RESET, fifo_empty, tx_ready, tx_en);
counter #(DEPTH) wr_counter(CLK, RESET, DATA_WE, write_ptr);
counter #(DEPTH) rd_counter(CLK, RESET, tx_en,   read_ptr ); 
uart_tx #(434)  the_uart_tx( .CLK    ( CLK           ),   
                             .RESET  ( RESET         ),
                             .DATA   ( reg_ram       ),
                             .EN     ( tx_en         ),
                             .READY  ( tx_ready      ),
                             .TX     ( UART_TX       ) );                     
assign DATA_RD = {{32-DEPTH{1'b0}}, byte_count};
endmodule
module tx_fsm( input  CLK,
               input  RESET,
               input  FIFO_EMPTY,
               input  TX_READY,
               output TX_EN );
enum int unsigned { ST_READY = 0, 
                    ST_STROBE = 1, 
                    ST_WAIT = 2 } state, next;
always_comb 
   begin
   next = ST_READY;
     case(state)
     ST_READY:  if(TX_READY && !FIFO_EMPTY)   next = ST_STROBE;
                else                          next = ST_READY;
     ST_STROBE:                               next = ST_WAIT;
     ST_WAIT:   if(TX_READY)                  next = ST_READY;
                else                          next = ST_WAIT;
     endcase
   end   
always_ff@(posedge CLK)
   if(RESET) state <= ST_READY;
   else      state <= next;
assign TX_EN = (state == ST_STROBE);
endmodule
module ffd #( parameter WIDTH = 32)
            ( input                  CLK, 
              input                  RESET,
              input                  EN,
              input      [WIDTH-1:0] D,
              output reg [WIDTH-1:0] Q );
always_ff @(posedge CLK)
  if (RESET)  Q <= 0;
  else if(EN) Q <= D;
endmodule
module mux2 #(parameter WIDTH = 32)
             ( input             S,
               input [WIDTH-1:0] D0,
               input [WIDTH-1:0] D1,
               output[WIDTH-1:0] Y);
assign Y = S ? D1 : D0;
endmodule
module mux4 #(parameter WIDTH = 32)
             ( input [1:0] S,
               input [WIDTH-1:0] D0, D1, D2, D3,
               output[WIDTH-1:0] Y);
assign Y = S[1] ? (S[0] ? D3 : D2)
                : (S[0] ? D1 : D0);
endmodule
module mux8 #(parameter WIDTH = 32)
             ( input [2:0]       S,
               input [WIDTH-1:0] D0, D1, D2, D3, D4, D5, D6, D7,
               output[WIDTH-1:0] Y);
assign Y = S[2] ? (S[1] ? (S[0] ? D7 : D6) :
                          (S[0] ? D5 : D4)):
                  (S[1] ? (S[0] ? D3 : D2) :
                          (S[0] ? D1 : D0));
endmodule
module signext( input  [15:0] a,
                output [31:0] y );
assign y = {{16{a[15]}}, a};
endmodule
module immed_extend( input      [1:0] sel,
                     input      [15:0] immed,
                     output reg [31:0] immed_extend );
always@(*)
  case(sel)
  2'b00:   immed_extend = {{16{immed[15]}}, immed};  
  2'b01:   immed_extend = {16'd0, immed};        
  2'b10:   immed_extend = 32'd0;                 
  default: immed_extend = {immed, 16'd0};        
  endcase
endmodule
module sl2 (input  [31:0] a,
            output [31:0] y );
assign y = {a[29:00], 2'b00};
endmodule
module sync (  input  CLK,
               input  IN,
               output OUT );
reg [1:0] v;
always_ff @(posedge CLK)
  v <= {v[0], IN};
assign OUT = v[1];
endmodule
module edetect (  input  CLK,
                  input  IN,
                  output POS,
                  output NEG );
reg [1:0] v;
always@(posedge CLK)
  v <= {v[0], IN};
assign POS = v[0] & (~v[1]); 
assign NEG = v[1] & (~v[0]); 
endmodule
module hystheresis (  input  CLK,
                      input  RESET,
                      input  IN,
                      output OUT );
reg [3:0] sr;
reg       val;
always_ff @(posedge CLK)
  if(RESET)
    begin
    sr <= 4'd0;
    val <= 1'b0;
    end
  else
    begin
    sr <= {sr[2:0], IN};
    if     (sr == '1)       val <= 1'b1;
    else if(sr == '0)       val <= 1'b0;
    else                    val <= val;
    end
assign OUT = val;
endmodule
module counter #(parameter SIZE = 8) (  input             CLK,
                                        input             RESET,
                                        input             EN,
                                        output [SIZE-1:0] OUT );
logic [SIZE-1:0] cnt;
always_ff@ (posedge CLK)
  if(RESET)
    cnt <= '0;
  else if(EN) cnt <= cnt + 1'b1;
assign OUT = cnt;
endmodule
module shift_reg_lf #(parameter SIZE = 8) ( input             CLK,
                                            input             RESET,
                                            input             IN,
                                            input             EN,
                                            output [SIZE-1:0] OUT );
logic [SIZE-1:0] sreg;
always_ff@ (posedge CLK)
  if(RESET)   sreg <= '0;
  else if(EN) sreg <= {IN, sreg[SIZE-1:1]}; 
assign OUT = sreg;
endmodule
module uart_tx #(parameter BIT_TIME = 40) ( input       CLK,
                                            input       RESET,
                                            input [7:0] DATA,
                                            input       EN,
                                            output      READY,
                                            output      TX );
enum int unsigned { ST_READY = 0, 
                    ST_START_BIT = 1, 
                    ST_DATA_BIT = 2, 
                    ST_STOP_BIT  = 3 } state, next;
wire [13:0] bit_count_out;
wire  [2:0] byte_count_out;
logic [7:0] sreg;
logic       tx_r;
wire bit_done        = (BIT_TIME == bit_count_out);
wire byte_increment  = (state == ST_DATA_BIT) & bit_done;
wire byte_done       = (3'd7  == byte_count_out);
wire ready           = (state == ST_READY);
always_comb begin
  next = ST_READY;
    case(state)
    ST_READY:      if(EN)                next = ST_START_BIT;
                   else                  next = ST_READY;
    ST_START_BIT:  if(bit_done)          next = ST_DATA_BIT;
                   else                  next = ST_START_BIT;
    ST_DATA_BIT:   if(bit_done & byte_done) next = ST_STOP_BIT;
                   else                  next = ST_DATA_BIT;
    ST_STOP_BIT:   if(bit_done)          next = ST_READY;
                   else                  next = ST_STOP_BIT;
    endcase
end                
wire reset_counters, sm_output, output_val;
logic [2:0] controls;
assign {reset_counters, sm_output, output_val} = controls;
always_comb begin
  controls = 3'b111;
    case(state)              
    ST_READY:      controls = 3'b111;
    ST_START_BIT:  controls = 3'b010;
    ST_DATA_BIT:   controls = 3'b00X;
    ST_STOP_BIT:   controls = 3'b011;
    endcase
end
always_ff @(posedge CLK)
  if(RESET)
    begin
    state <= ST_READY;
    end
  else
    begin
    state <= next;
    tx_r <= sm_output ? output_val : sreg[0];
    if(ready)
      begin
      if(EN) sreg <= DATA;
      end
    else if(bit_done && (state == ST_DATA_BIT)) 
      begin
      sreg <= {1'b0, sreg[7:1]};
      end
    end
assign TX = tx_r;
assign READY = ready;
counter #(14) bit_counter (CLK, reset_counters | bit_done, 1'b1, bit_count_out);
counter #(3)  byte_counter(CLK, reset_counters, byte_increment, byte_count_out);
endmodule
==> flow/run.sh <==
#!/bin/bash
# OpenROAD 26Q1-2900-gdf79404cd8, Yosys 0.63+post, stock flow scripts
make -C /OpenROAD-flow-scripts/flow DESIGN_CONFIG=/design/flow/config.mk WORK_HOME=/design/flow/orfs finish
==> flow/config.mk <==
export PLATFORM = sky130hd
export DESIGN_NAME = buffered_tx
export DESIGN_NICKNAME = buffered_tx
export VERILOG_FILES = /design/flow/design.v
export SDC_FILE = /design/flow/constraint.sdc
export NUM_CORES = 4
export LEC_CHECK = 1
export CORE_UTILIZATION = 30
==> flow/constraint.sdc <==
current_design buffered_tx

set clk_period 7.9
set clk_io_pct 0.2

create_clock -name clk0 -period $clk_period [get_ports {CLK}]

set non_clock_inputs [all_inputs -no_clocks]
set_input_delay [expr $clk_period * $clk_io_pct] -clock clk0 $non_clock_inputs
set_output_delay [expr $clk_period * $clk_io_pct] -clock clk0 [all_outputs]
==> flow_metrics.env <==
# flow metrics
export IMPL_status="finished clean"
export IMPL_grt_pass1_vias=6008
export IMPL_yosysMostFrequentCell="edfxtp_1"
export IMPL_crit_arrival_ps=3040
export IMPL_cts_buffers=31
export IMPL_die_w_um=204.2
export IMPL_postCtsHoldBufs=0
export IMPL_ys_seq_frac=0.7171
export IMPL_remaining_drc_errors=0
export IMPL_worst_clock_skew_ps=8.707
export IMPL_ys_cells=655
export IMPL_rsz0062_at_grt="no"
export IMPL_combPwrFrac=0.063
export IMPL_syn_instance_count=655
export IMPL_grt_overflow=0
export IMPL_path_class="flop to output port"
export IMPL_dpl_hpwl_um=14080
export IMPL_area_growth_pct=14.54
export IMPL_h_tree_depth=1
export IMPL_fin_area_mm2=0.01405
export IMPL_drive_gt1_frac=0.2350
export IMPL_warnings=53
export IMPL_common_cells="edfxtp_1, mux4_2, nor2_1"
export IMPL_swShare=0.2020
export IMPL_drt_iter0_drc=342
export IMPL_yosysTopAreaCell="edfxtp_1"
export IMPL_fin_crit_sh=0.5846
export IMPL_crit_path_end_kind="output port"
export IMPL_synth_distinct_cells=41
export IMPL_ir_drop_uv=172.7
export IMPL_crit_path_max_fanout=26
export IMPL_coreArea_mm2=0.04001
export IMPL_dr_pass1_iters=4
export IMPL_p_sw_mw=0.7124
export IMPL_min_path_type="flop to flop"
export IMPL_max_slew_margin_rel=0.3956
export IMPL_slew_violations=0
export IMPL_num_rows=73
export IMPL_ant_nets=0
export IMPL_die_area_mm2=0.04171
export IMPL_cp_required_ps=6320
export IMPL_worst_path_buf_inv=2
export IMPL_crit_family="flip-flops"
export IMPL_p_seq_frac=0.516
export IMPL_cpPeakStageDelay_ps=790
export IMPL_ios=68
export IMPL_maxCapViolations=0
export IMPL_ys_ff=307
export IMPL_fp_util=0.3067
export IMPL_hold_viol=0
export IMPL_place_area_mm2=0.01301
export IMPL_grt_max_degree=43
export IMPL_pwr_density_cell_mw_per_mm2=251.0
export IMPL_cp_cell_sequence="inv_2, ha_1, a21o_1, a21oi_1, xor2_1, clkdlybuf4s50_1"
export IMPL_max_freq_mhz=216.5
export IMPL_portBuffers=16
export IMPL_cts_repair_resized=0
export IMPL_ys_chip_area_mm2=0.01227
export IMPL_crit_slowest_cell="dfxtp_2"
export IMPL_antenna_cells=0
export IMPL_synthArstFlopShare=0
export IMPL_dieHeight_um=204.2
export IMPL_final_cells=1244
export IMPL_antenna_found_initial=0
export IMPL_setup_tns_final_ps=0
export IMPL_yosysTopAreaCellShare=0.6486
export IMPL_avgRoutedWirePerCell_um=18.11
export IMPL_syn_area_mm2=0.01227
export IMPL_flop_cell="edfxtp_1"
export IMPL_cts_setup_buffers=0
export IMPL_clock_tree_root_cell="clkbuf_16"
export IMPL_totalWireLength_um=22530
export IMPL_syn_avg_cell_area_um2=18.73
export IMPL_dpl_cell_count=1187
export IMPL_setup_viol=0
export IMPL_fillCellCount=3728
export IMPL_path_clk_slew_ps=60
export IMPL_grt_first_pass_wirelength_um=34880
export IMPL_route_vias_total=5645
export IMPL_power_clock_fraction=0.420
export IMPL_cp_start_kind="flop"
export IMPL_topCellsByArea="edfxtp_1, mux4_2, dfxtp_1"
export IMPL_power_leakage_nw=4.389
export IMPL_cts_tree="yes"
export IMPL_clk_path_buf_depth=3
export IMPL_viasPerCell=4.538
export IMPL_synth_edff_count=265
export IMPL_place_congestion=0.7944
export IMPL_track_usage=0.1179
export IMPL_cts_sinks=307
export IMPL_worstMarginPinSlew_ps=903.2
export IMPL_intPower_mw=2.815
export IMPL_fin_hold_ws_ps=485.0
export IMPL_period_minus_slack_ps=4618
export IMPL_ys_warnings_count=6
export IMPL_clk_latency_ps=540
==> per-stage QoR <==
step           utilization  power, mW  worst slack [ps]
2_1_floorplan            -      1.995              4491
3_3_place_gp        0.3253      2.081              3799
3_5_place_dp        0.3253      2.084              3797
4_1_cts             0.3513      3.570              3214
5_1_grt             0.3513      3.650              3118
6_report            0.3513      3.528              3282
==> power groups by stage <==
stage     registers, mW  logic [mW]  clock network, mW
6_report           1.82       0.223               1.48
4_1_cts            1.82       0.230               1.52
5_1_grt            1.83       0.245               1.58
==> per-layer routing <==
layer	vias to the layer above	wire length, µm	GRT usage
li1	2614	-	-
met1	2785	9417	0.1658
met2	208	10200	0.1724
met3	38	2424	0.06353
met4	0	489	0.02052
met5	-	0	0
==> cells in the final DEF (no fill, tap or decap), drive strengths merged, types with 3 or more instances in the layout <==
cell type and n:
nor2 46, ha 13, inv 15, clkdlybuf4s50 16
buf 24, mux2 15, nand4 9, clkbuf 43
mux4 80, a21o 3, or2 3, bufinv 5
a21oi 12, nor4 3, nand2 17, xor2 10
o21ai 5, xnor2 12, clkinv 9, dfxtp 42
edfxtp 265, conb 27, or3 3, nor3 14
nand3 10
==> tightest hold or removal path, delay by kind of cell (launching register included) <==
| kind | cells | cell delay [ps] |
|---|---|---|
| AND-OR/OR-AND | 2 | 120 |
| flip-flops | 1 | 320 |
==> final timing paths <==
check	end	start	slack, ps	cells after the start
max	DATA_RD[4]	rd_counter.cnt[2]	3280	6
max reg2reg	reg_ram[5]	rd_counter.cnt[1]	4800	4
min reg2reg	the_uart_tx.bit_counter.cnt[13]	the_uart_tx.bit_counter.cnt[13]	490	2
min	the_uart_tx.bit_counter.cnt[13]	the_uart_tx.bit_counter.cnt[13]	490	2
==> kinds of logic (layout without fill, tap and decap cells) <==
family / Yosys count / after routing / share of synthesized area
buffers and inverters: 74 / 112 / 0.03365
muxes: 97 / 97 / 0.1622
other: 1 / 27 / 0.0003056
and+or+nand+nor: 116 / 116 / 0.04467
adders and majority gates: 14 / 14 / 0.01489
xor gates and xnor gates: 22 / 22 / 0.01570
AOI/OAI and AO/OA: 24 / 24 / 0.01142
DFF: 307 / 307 / 0.7171
==> registers in the layout, summed over array words and instances, names as in the netlist, 3 cells and up <==
| register | cells |
|---|---|
| the_uart_tx.state | 4 |
| wr_counter.cnt | 5 |
| RAM | 256 |
| the_fsm.state | 3 |
| reg_ram | 8 |
| the_uart_tx.byte_counter.cnt | 3 |
| the_uart_tx.bit_counter.cnt | 14 |
| the_uart_tx.sreg | 8 |
| rd_counter.cnt | 5 |
==> cell type report <==
class                           instances  area (µm²)  area share
Tap cell                              525       656.9     0.04674
Multi-Input combinational cell        300        3156      0.2245
Clock buffer                           43       850.8     0.06054
Timing Repair Buffer                   40       340.3     0.02422
Clock inverter                         14       190.2     0.01353
Sequential cell                       307        8803      0.6264
Inverter                               15       56.30    0.004006
Power is estimated from default activity; no workload was simulated.
