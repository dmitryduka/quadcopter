### flow/design.v
module bus_controller(  input  [29:0]  CPU_ADDR,
                        input          CPU_WE,
                        input  [03:0]  CPU_BE,
                        input  [31:0]  CPU_WD,
                        output [31:0]  CPU_RD,
                        output [29:0]  STACK_MEM_A,
                        output         STACK_MEM_WE,
                        output [03:0]  STACK_MEM_BE,
                        output [31:0]  STACK_MEM_WD,
                        input  [31:0]  STACK_MEM_RD,
                        output [29:0]  CODE_MEM_A,
                        output         CODE_MEM_WE,
                        output [31:0]  CODE_MEM_WD,
                        input  [31:0]  CODE_MEM_RD,
                        output         JTAG_WE,
                        output [31:0]  JTAG_WD,
                        input  [31:0]  JTAG_RD,
                        output         ADC_WE,
                        output [31:0]  ADC_WD,
                        input  [31:0]  ADC_RD,
                        output [31:0]  IMU_WD,
                        input  [31:0]  IMU_RD,
                        output         IMU_WE,
                        output [31:0]  UART_TX_WD, 
                        input  [31:0]  UART_TX_RD,
                        output         UART_TX_WE,
                        input  [31:0]  UART_RX_RD,
                        output         UART_RX_WE,
                        input  [31:0]  RTC,
                        output [31:0]  ENGINES_13_WD,
                        output         ENGINES_13_WE,
                        output [31:0]  ENGINES_24_WD,
                        output         ENGINES_24_WE,
                        input  [31:0]  RADIO_CH1,
                        input  [31:0]  RADIO_CH2,
                        input  [31:0]  RADIO_CH3,
                        input  [31:0]  RADIO_CH4,
                        input  [31:0]  RADIO_CH5,
                        input  [31:0]  RADIO_CH6,
                        input  [31:0]  USER_IO,
                        output         LEDS_WE,
                        output [31:0]  LEDS_WD  );
wire [31:0] IO_MEM_RD;
wire        IO_MEM_WE;
aspace_mux address_space_mux( .SEL         ( CPU_ADDR[29:28] ),
                              .CPU_WE      ( CPU_WE          ),
                              .CPU_RD      ( CPU_RD          ),
                              .DATA_SEG    ( STACK_MEM_RD    ),
                              .DATA_SEG_WE ( STACK_MEM_WE    ),
                              .CODE_SEG    ( CODE_MEM_RD     ),
                              .CODE_SEG_WE ( CODE_MEM_WE     ),
                              .IO_SEG      ( IO_MEM_RD       ),
                              .IO_SEG_WE   ( IO_MEM_WE       ) );
iospace_mux inout_space_mux(  .SEL         ( CPU_ADDR[3:0] ),        
                              .IO_SEG_WE   ( IO_MEM_WE     ),
                              .IO_SEG      ( IO_MEM_RD     ),
                              .IO_0_RD     ( JTAG_RD       ),
                              .IO_0_WE     ( JTAG_WE       ),
                              .IO_1_RD     ( USER_IO       ),
                              .IO_1_WE     ( LEDS_WE       ),
                              .IO_2_RD     ( ADC_RD        ), 
                              .IO_2_WE     ( ADC_WE        ),
                              .IO_3_RD     ( IMU_RD        ),
                              .IO_3_WE     ( IMU_WE        ),
                              .IO_4_RD     ( RTC           ),
                              .IO_5_RD     ( UART_TX_RD    ),
                              .IO_5_WE     ( UART_TX_WE    ),
                              .IO_6_RD     ( UART_RX_RD    ),
                              .IO_6_WE     ( UART_RX_WE    ),
                              .IO_7_RD     ( 32'hEE000012  ),
                              .IO_7_WE     ( ENGINES_13_WE ),
                              .IO_8_RD     ( 32'hEE000024  ),
                              .IO_8_WE     ( ENGINES_24_WE ),
                              .IO_9_RD     ( 32'd9         ),
                              .IO_10_RD    ( RADIO_CH1     ),
                              .IO_11_RD    ( RADIO_CH2     ),
                              .IO_12_RD    ( RADIO_CH3     ),
                              .IO_13_RD    ( RADIO_CH4     ),
                              .IO_14_RD    ( RADIO_CH5     ),
                              .IO_15_RD    ( RADIO_CH6     ) );
assign STACK_MEM_A   = CPU_ADDR;
assign STACK_MEM_WD  = CPU_WD;
assign CODE_MEM_A    = CPU_ADDR;
assign CODE_MEM_WD   = CPU_WD;
assign ADC_WD        = CPU_WD;
assign LEDS_WD       = CPU_WD;
assign JTAG_WD       = CPU_WD;
assign IMU_WD        = CPU_WD;
assign UART_TX_WD    = CPU_WD;
assign ENGINES_13_WD = CPU_WD;
assign ENGINES_24_WD = CPU_WD;
assign STACK_MEM_BE  = CPU_BE;
endmodule
module aspace_mux (  input   [1:0] SEL,
                     input         CPU_WE,
                     output [31:0] CPU_RD,
                     input  [31:0] DATA_SEG,
                     output        DATA_SEG_WE,
                     input  [31:0] CODE_SEG,
                     output        CODE_SEG_WE,
                     input  [31:0] IO_SEG,
                     output        IO_SEG_WE );
logic [34:0] ctrl;
always_comb
   case(SEL)
   2'b00:   ctrl = {3'b001, IO_SEG};    
   2'b01:   ctrl = {3'b010, CODE_SEG};  
   default: ctrl = {3'b100, DATA_SEG};  
   endcase
assign CPU_RD = ctrl[31:0];
assign DATA_SEG_WE = CPU_WE & ctrl[34];
assign CODE_SEG_WE = CPU_WE & ctrl[33];
assign IO_SEG_WE   = CPU_WE & ctrl[32];
endmodule
module iospace_mux (  input   [3:0] SEL,        
                      input         IO_SEG_WE,
                      output [31:0] IO_SEG,
                      input  [31:0] IO_0_RD,
                      output        IO_0_WE,
                      input  [31:0] IO_1_RD,
                      output        IO_1_WE,
                      input  [31:0] IO_2_RD,
                      output        IO_2_WE,
                      input  [31:0] IO_3_RD,
                      output        IO_3_WE,
                      input  [31:0] IO_4_RD,
                      output        IO_4_WE,
                      input  [31:0] IO_5_RD,
                      output        IO_5_WE,
                      input  [31:0] IO_6_RD,
                      output        IO_6_WE,
                      input  [31:0] IO_7_RD,
                      output        IO_7_WE,
                      input  [31:0] IO_8_RD,
                      output        IO_8_WE,
                      input  [31:0] IO_9_RD,
                      output        IO_9_WE,
                      input  [31:0] IO_10_RD,
                      output        IO_10_WE,
                      input  [31:0] IO_11_RD,
                      output        IO_11_WE,
                      input  [31:0] IO_12_RD,
                      output        IO_12_WE,
                      input  [31:0] IO_13_RD,
                      output        IO_13_WE,
                      input  [31:0] IO_14_RD,
                      output        IO_14_WE,
                      input  [31:0] IO_15_RD,
                      output        IO_15_WE  );
logic [15:0] wes;
logic [31:0] out;
always_comb
   begin
   wes = '0;
   wes[SEL] = IO_SEG_WE;
   end
always_comb
   case(SEL)
   4'd0:  out =  IO_0_RD;
   4'd1:  out =  IO_1_RD;
   4'd2:  out =  IO_2_RD;
   4'd3:  out =  IO_3_RD;
   4'd4:  out =  IO_4_RD;
   4'd5:  out =  IO_5_RD;
   4'd6:  out =  IO_6_RD;
   4'd7:  out =  IO_7_RD;
   4'd8:  out =  IO_8_RD;
   4'd9:  out =  IO_9_RD;
   4'd10: out = IO_10_RD;
   4'd11: out = IO_11_RD;
   4'd12: out = IO_12_RD;
   4'd13: out = IO_13_RD;
   4'd14: out = IO_14_RD;
   4'd15: out = IO_15_RD;
   endcase
assign IO_0_WE = wes[0];
assign IO_1_WE = wes[1];
assign IO_2_WE = wes[2];
assign IO_3_WE = wes[3];
assign IO_4_WE = wes[4];
assign IO_5_WE = wes[5];
assign IO_6_WE = wes[6];
assign IO_7_WE = wes[7];
assign IO_8_WE = wes[8];
assign IO_9_WE = wes[9];
assign IO_10_WE = wes[10];
assign IO_11_WE = wes[11];
assign IO_12_WE = wes[12];
assign IO_13_WE = wes[13];
assign IO_14_WE = wes[14];
assign IO_15_WE = wes[15];
assign IO_SEG = out;
endmodule
### flow/run.sh
#!/bin/bash
# OpenROAD 26Q1-2900-gdf79404cd8, Yosys 0.63+post, stock flow scripts
make -C /OpenROAD-flow-scripts/flow DESIGN_CONFIG=/design/flow/config.mk WORK_HOME=/design/flow/orfs finish
### flow/config.mk
export PLATFORM = sky130hd
export DESIGN_NAME = bus_controller
export DESIGN_NICKNAME = bus_controller
export VERILOG_FILES = /design/flow/design.v
export SDC_FILE = /design/flow/constraint.sdc
export NUM_CORES = 4
export LEC_CHECK = 1
export CORE_AREA = 10 10 363 363
export DIE_AREA = 0 0 373 373
### flow/constraint.sdc
current_design bus_controller

set clk_period 7.2
set clk_io_pct 0.2

create_clock -name clk0 -period $clk_period

set non_clock_inputs [all_inputs -no_clocks]
set_input_delay [expr $clk_period * $clk_io_pct] -clock clk0 $non_clock_inputs
set_output_delay [expr $clk_period * $clk_io_pct] -clock clk0 [all_outputs]
==> changes_impl.md <==
## Flow update

* Type of origin of the critical path: input pin
* PwrDens at 62.4 nW/µm²
* Yosys top cell area share at 0.401
* WP buf/inv at 4
* Port bufs at 541
* Crit-path slowest cell: a2bb2oi_1
* Crit path max-delay family: AND-OR/OR-AND gates
* I/O pins at 941
* Main logic family: buffers and inverters
* PostCTS Resize Cnt at 0
* Post-synthesis instance area at 6720 µm²
* Max transition margin at 0.286
* Flop count at 0
* OpenROAD warnings at 35
* Most used cell, CP: clkdlybuf4s50_1
* Cts hold-fix bufs at 0
* Top-count cell post-synth: buf_4
* Final min period at 6.43 ns
* Worst-margin pin slew at 1.07 ns
* Total of max-cap violations at 0
* Die Ht at 373 µm
* CP Data Required Time at 5.76 ns
* Pwr Total at 0.000733 W
* Via count of the first global-routing pass at 8,866
* Seq share, synth at 0
* Hold slack at 2.88 ns
* Syn Area/Cell at 6.97 µm²
* Largest cells by area after synthesis: buf_4 (40%), a22oi_1 (9.5%), o21ai_0 (4.4%), mux2i_1 (4.2%), a21oi_1 (3.5%)
* Yosys aoi share at 0.373
* First-pass GRT wire length at 126,000 µm
* Overall routing resource usage at 0.146
* Mux frac, synth at 0.0696
* XORs/XNORs by Area at 0.00261
* Layout cell share with drive strength beyond 1 at 0.0893
* Arrival time worst endpoint at 4.99 ns
* Setup TNS at 0 ns
* Post-route DRC at 0
* Post-Synth Adder-Cell Area at 0.00745
* Synthesis warning total at 2
* Crit Path Class: input pin to output pin
* Gpl congestion at 0.830
* Status: complete, no violations
* Post-DR wirelength/cell at 38.0 µm
* Largest net degree at the start of global routing at 51
* Crit path max fanout at 24
* Vias at 9,221
* Synth Area in Simple Gates at 0.0866
* Most frequent cells after synthesis: buf_4 (359), a22oi_1 (85), o21ai_0 (59)
* Initial drt markers at 761
* Number of core rows at 129
* # Cells Yosys at 964
* Placed instance count at 2,768
* Final Hold Viols at 0
* Period utilization at 0.893
* Crit end category: output pin
* Chip area at 139,000 µm²
* Fillers at 14,300
* Final core utilization at 0.0950
* Slew Viols, Final at 0
* Worst path cell trace: clkdlybuf4s50_1, inv_1, ha_4, and2_1, a2bb2oi_1, o22ai_1, buf_4, a2111oi_0, o21ai_0, clkdlybuf4s50_1
* FMAX at 156 MHz
* Core footprint at 124,000 µm²
* Floorplan utilization at 0.0543
* Multi-input gate area at 3700 µm²
* Final wirelength at 106,000 µm
* Hpwl dp at 94,100 µm
* Synth area leader: buf_4
* Via/cell ratio at 3.31
* Leakage dissipation at 3.56 nW
* Gr ovfl total at 0
* First drt pass iteration count at 5
* RSZ-0062 raised after global routing: false
* Distinct cells, synth at 58
* Initial antenna violation count at 147
* Slowest cell delay on critical path at 0.83 ns
* Worst min path class: input pin to output pin
* Area grow syn2layout at 75.0%
* Yosys synthesis chip area at 6720 µm²
* Final setup vio count at 0
* Synth Instances at 964
* Post-CTS Setup Inserts at 0
* CLK BUF at 0
* Layout Cells excl Fill at 2,785
* Reg area at 0 µm²
* Max VDD drop at 18.7 µV
* Die width at 373 µm
* ANT nets after route at 0
## cell type report
class                      count  share of cell area
timing repair buffer         597               0.503
multi-input combinational    520               0.314
tap                         1637               0.174
inverter                      14             0.00447
antenna                       17             0.00362
## cells in the final DEF, fill, tap and decap left out, types with 4 or more instances in the layout
| cell | instances |
|---|---|
| nand2_1 | 48 |
| a221o_1 | 4 |
| nor3_1 | 12 |
| a2bb2oi_1 | 8 |
| nor2_1 | 15 |
| a211oi_1 | 8 |
| o21ai_0 | 59 |
| a31oi_1 | 5 |
| buf_12 | 9 |
| nor3b_1 | 4 |
| a21oi_1 | 47 |
| mux2_2 | 12 |
| nand3_1 | 5 |
| nand2b_1 | 5 |
| inv_1 | 14 |
| buf_4 | 58 |
| o211ai_1 | 8 |
| ha_4 | 4 |
| a221oi_1 | 26 |
| clkdlybuf4s50_1 | 529 |
| a32oi_1 | 16 |
| a22o_1 | 11 |
| and2_1 | 6 |
| diode_2 | 17 |
| a2111oi_0 | 8 |
| mux2i_1 | 28 |
| a22oi_1 | 85 |
| o31ai_1 | 8 |
| a222oi_1 | 17 |
| o22ai_1 | 24 |
## power breakdown
part	internal, W	switching [W]	leakage (nW)
combinational	0.000390	0.000343	3.56
clock	0.000000000147	0	0.000106
sequential	0	0	0
total	0.000390	0.000343	3.56
## metal layers
metal	GRT usage	part of all wire	vias to the layer above
met5	0	0.0070	-
met4	0.0161	0.022	112
met3	0.0930	0.14	289
met2	0.247	0.47	993
met1	0.158	0.36	4228
li1	-	-	3599
## path summary, 6_finish.rpt
check               startpoint             end  slack [ns]  cells past startpoint
setup / recovery   CPU_ADDR[0]       CPU_RD[9]        0.77                     10
hold / removal    CPU_ADDR[23]  CODE_MEM_A[23]        2.88                      0
## per-stage QoR
| step | instance area, µm² | setup WS (ns) |
|---|---|---|
| after floorplan | 6720 | 2.61 |
| after global placement | 11700 | 0.646 |
| after detailed placement | 11700 | 0.607 |
| after CTS | 11700 | 0.604 |
| after global routing | 11700 | 0.539 |
| final | 11800 | 0.770 |
## cells by family (layout without fill, tap and decap cells)
group	after synthesis	in the layout
other	0	17
AND-OR/OR-AND	352	352
buffers and inverters	444	611
adder cells (fa/ha/maj)	4	4
XOR/XNOR	2	2
multiplexers	43	43
AND/OR/NAND/NOR	119	119
No activity file was given, so power comes from the tool's default toggle rates.
